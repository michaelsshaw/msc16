$ cat ./config.mk
export PLATFORM = sky130hd
export DESIGN_NAME = memctl
export DESIGN_NICKNAME = memctl
export VERILOG_FILES = /design/flow/design.v
export SDC_FILE = /design/flow/constraint.sdc
export NUM_CORES = 4
export LEC_CHECK = 1
export CORE_AREA = 10 10 102 102
export DIE_AREA = 0 0 112 112
$ cat ./constraint.sdc
current_design memctl

set clk_period 1.0
set clk_io_pct 0.2

create_clock -name clk0 -period $clk_period [get_ports {clk}]

set non_clock_inputs [all_inputs -no_clocks]
set_input_delay [expr $clk_period * $clk_io_pct] -clock clk0 $non_clock_inputs
set_output_delay [expr $clk_period * $clk_io_pct] -clock clk0 [all_outputs]
$ cat ./design.v
`timescale 1ns / 1ps
module memctl(
	input wire clk,
	input wire rstn,
	input wire we,
	input wire en,
	input wire [15:0] addr,
	input wire [15:0] data_in,
	output wire [15:0] data_out,
	output wire [31:0] bram_addr,
	input wire [31:0] bram_data_in,
	output wire [31:0] bram_data_out,
	output wire bram_en,
	output wire [3:0] bram_we
	);
	reg [31:0] bram_data_t;
	reg [31:0] bram_data_wr;
	assign bram_data_out = bram_data_wr;
	assign bram_addr[15:0] = addr[15:0];
	assign bram_en = en;
	assign bram_we = we ? 4'b1100 : 4'b0;
	assign data_out = en ? bram_data_t[15:0] : 16'bz;
	always @(posedge clk) begin
		if (!rstn) begin
			bram_data_t <= 32'b0;
			bram_data_wr = 32'b0;
		end else begin
			bram_data_t <= { bram_data_in[7:0], bram_data_in[15:8] };
			bram_data_wr <= { data_in[7:0], data_in[15:8], 16'b0 };
		end
	end
endmodule
$ cat ./run.sh
#!/bin/bash
# OpenROAD 26Q1-2900-gdf79404cd8, Yosys 0.63+post, stock flow scripts
make -C /OpenROAD-flow-scripts/flow DESIGN_CONFIG=/design/flow/config.mk WORK_HOME=/design/flow/orfs finish
==> CHANGELOG.md <==
### Metrics

- Status: complete, no violations
- Post-DP HPWL: 2.60 mm
- Io pins: 153
- Die Wd: 112 um
- Diode count: 0
- Vias: 764
- CTS tree: built
- DRC: 0
- GRT Residual Overflow: 0
- Worst path arrival time: 0.76 ns
- Minimum clock period after layout: 0.956 ns
- Yosys cell types: 5
- Iter 0 DRT Violations: 8
- CP Capture Point: bram_data_out[29]
- OpenROAD warning count: 41
- Dpl cells: 269
- CP cell instances: clkdlybuf4s15_1
- First-pass GRT wire length: 4.87 mm
- WP depth: 1
- Sink Count: 32
- Die area: 12,500 um^2
- Setup TNS: 0 ns
- Non-filler instance count after layout: 277
- Switching pwr: 563 uW
- Critical Path Max Stage Delay: 0.31 ns
- Syn-to-layout area delta: 41.9%
- Startpoint Class: register
- Int Pwr: 2310 uW
- Init Core Util: 0.158
- Global Route Usage Sum: 0.0477
- Seq cells post-synth: 32
- Root Buffer: clkbuf_8
- Synthesized area: 1300 um^2
- Slowest CP cell: dfxtp_1
- Vias in the first global route: 862
- Crit path max-delay family: flip-flops
- Reg power frac: 0.476
- Critical Path RT: 0.80 ns
- Final period utilization: 0.956
- Setup crit start: bram_data_wr[29]
- Row count: 33
- Initial antenna violation count: 0
- Final Util: 0.224
- Share of cells above drive strength 1: 0.424
- Pin count of the biggest net entering global routing: 33
- DIE HEIGHT: 112 um
- Routed WL per cell: 12.1 um
- Yosys synthesis warning count: 18
- Drt total wl: 3.34 mm
- Peak supply drop: 0.667 mV
- Area of the core: 8220 um^2
- GPL Wtd Cong: 0.711
- Post-synthesis sequential area ratio: 0.494
- Critical path class: register to output port
- Hold path depth: 0
- CP endpoint kind: output port
- TritonCTS buffer count: 5
- Sw Ratio: 0.196
- First drt pass iteration count: 2
- Final hold viol count: 0
- Post-CTS Setup Repair Bufs: 0
- CTS clk-pin slew, worst paths: 0.07 ns
- Post-route ant nets: 0
- Pwr/cell area: 1560 nW/um^2
- Clk pwr share: 0.426
- Crit path max fanout: 1
- Cells after Synth: 121
- WP buf/inv: 1
- Avg Cell Area, Syn: 10.7 um^2
- Hold wc startpoint: addr[11]
- Combinational Power Share: 0.099
- Slew Limit Fails: 0
- Htree depth: 2
- Max_cap viols: 0
- Final setup fails: 0
- Worst Hold Class: input pin to output port
- Vias per cell: 2.76
- # Cells Yosys: 121
- Leak: 0.000827 uW
- Max clock buf depth: 2
- Input/output buffers: 65
- FMAX: 1.05 GHz
- Yosys stat area: 1300 um^2
==> cell usage after synthesis, drive strengths merged <==
master,instances,share of area
buf,53,0.31
and2,32,0.19
dfxtp,32,0.49
clkbuf,3,0.012
conb,1,0.0029
==> through the flow <==
stage               hold slack, ns  total power (uW)  setup WS (ns)  cell area (um^2)
floorplan                    0.336              1570          0.405              1420
global placement             0.400              1730         -0.140              1810
detailed placement           0.400              1730         -0.145              1810
CTS                          0.400              2970        0.00660              1900
global route                 0.400              3030        -0.0106              1840
finish                       0.400              2870         0.0435              1840
==> cell type report <==
type,count,area [um^2]
repair buffers,66,576
clock buffers,6,72.6
flip-flops and latches,32,658
fillers,885,6380
multi-input cells,66,368
clock inverters,2,35.0
well taps,105,131
==> flip-flops by register name (all words and copies together) (netlist names) <==
| signal | flops |
|---|---|
| bram_data_wr | 16 |
| bram_data_t | 16 |
==> worst min path at each step <==
stage | slack, ns | to
global route | 0.40 | bram_addr[13]
CTS | 0.40 | bram_addr[11]
finish | 0.40 | bram_addr[11]
==> kinds of logic after synthesis <==
| group | share of synthesized area |
|---|---|
| other | 0.00289 |
| buffers and inverters | 0.318 |
| AND/OR/NAND/NOR | 0.185 |
| flip-flops | 0.494 |
==> metal layers <==
| layer | track usage | part of all wire |
|---|---|---|
| met1 | 0.0584 | 0.43 |
| met2 | 0.0715 | 0.44 |
| met4 | 0.0102 | 0.013 |
| met3 | 0.0277 | 0.12 |
| met5 | 0 | 0 |
==> power by group through the flow <==
stage	clock [uW]	combinational, uW	sequential [uW]
finish	1220	284	1360
global route	1340	320	1370
CTS	1300	312	1360
==> layout by cell type (no fill, tap or decap), drive strengths merged <==
cell / count
bufinv: 1
buf: 6
clkdlybuf4s15: 13
and2: 32
clkinv: 1
clkbuf: 20
clkdlybuf4s50: 33
dfxtp: 32
conb: 34
==> repair_timing <==
action / 4_1_cts / 5_1_grt
hold buffers: 0 / 0
hold endpoints to repair: 0 / 0
gates resized: 76 / 24
setup endpoints to repair: 32 / 17
Power figures rest on the tool's default switching activity, not on a simulated workload.
